$ cat /design/flow/run.sh
#!/bin/bash
# OpenROAD 26Q1-2900-gdf79404cd8, Yosys 0.63+post, stock flow scripts
make -C /OpenROAD-flow-scripts/flow DESIGN_CONFIG=/design/flow/config.mk WORK_HOME=/design/flow/orfs finish
$ cat /design/flow/config.mk
export PLATFORM = sky130hd
export DESIGN_NAME = Master_AXI_Stream
export DESIGN_NICKNAME = Master_AXI_Stream
export VERILOG_FILES = /design/flow/design.v
export SDC_FILE = /design/flow/constraint.sdc
export NUM_CORES = 4
export LEC_CHECK = 1
export CORE_AREA = 10 10 112 112
export DIE_AREA = 0 0 122 122
$ cat /design/flow/constraint.sdc
current_design Master_AXI_Stream

set clk_period 5.0
set clk_io_pct 0.2

create_clock -name clk0 -period $clk_period [get_ports {aclk}]

set non_clock_inputs [all_inputs -no_clocks]
set_input_delay [expr $clk_period * $clk_io_pct] -clock clk0 $non_clock_inputs
set_output_delay [expr $clk_period * $clk_io_pct] -clock clk0 [all_outputs]
$ cat /design/flow/design.v
`timescale 1ns / 1ps
module Master_AXI_Stream #(parameter n = 4)
(
                    input logic aclk,
                    input logic  aresetn,
                    output logic  tvalid,
                    input logic  tready,
                    output logic  [8*n -1 : 0] tdata,
                    output logic  [  n -1 : 0] tstrb,
                    output logic  [  n -1 : 0] tkeep,
                    output logic  tlast,
                    output logic  TID,
                    output logic  TDEST,
                    output logic  TUSER,
                    input logic  [8*n -1 : 0] data,
                    input logic  send,
                    input logic  last,
					input logic [1:0] data_address,
                    output logic  finish
    );
   assign TID = 1;
   assign TDEST = 1;
   assign TUSER = 1;
  logic handshake ;
  assign handshake = tready && tvalid ;
  logic [1:0] count ;
    always_ff@( posedge aclk or negedge aresetn )
			if(!aresetn)
			     count <= 0;
			else if(count == 2)
			     count <= count ;
			else count <= count + 1;
	always_ff@( posedge aclk or negedge aresetn )
		begin
			if(!aresetn)
				tdata <= 0;
			else if (count == 1)
			     tdata <= data ;
			else if(handshake)
				tdata <= data ;
		end
	always_ff@(posedge aclk or negedge aresetn)
		begin
			if(!aresetn)
				tvalid <= 0 ;
			else if (send)
				tvalid <= 1 ;
		end
	always_ff@(posedge aclk or negedge aresetn)
		begin
			if(!aresetn)
				begin
					tstrb <= 0;
					tkeep <= 0;
				end
			else case(data_address)
			2'b00:	 
				begin
					tstrb <= 0;
					tkeep <= 0;
				end
			2'b01:	 
				begin
					tstrb <= 0;
					tkeep <= 4'hf;
				end
			2'b10:	 
				begin
					tstrb <= 4'hf;
					tkeep <= 0;
				end
			2'b11:	 
				begin
					tstrb <= 4'hf;
					tkeep <= 4'hf;
				end
			endcase	
		end
	always_ff@(posedge aclk or negedge aresetn)
		begin
			if(!aresetn)
				tlast <= 0 ;
			else if (send)
				tlast <= last ;
		end
 assign finish = last ? 1 : 0 ;
endmodule
==> impl_metrics.yaml <==
# implementation run metrics
outcome:
  outcome: "finished, final reports clean"
finish:
  area_growth_pct: 65.43
  regArea_um2: 950.9
  fillCellCount: 1066
  logic_area_um2: 449.2
  lay_top_count: "clkdlybuf4s50_1"
  finalNonFillerCells: 309
  lay_top_cells: "clkdlybuf4s50_1 (80), dfrtp_1 (38), mux2_2 (31)"
  drive_gt1_share_pct: 25.43
worst_setup_path:
  crit_arrival_ns: 1.94
  worstPathMaxFanout: 2
  worst-path-buf-inv: 2
  start_kind: "primary input"
  crit_slowest_cell: "clkdlybuf4s50_1"
  crit_top_cell: "clkdlybuf4s50_1"
  worstPathCellList: "clkdlybuf4s50_1 -> clkdlybuf4s50_1"
  cp.required_ns: 4.00
  crit_type: "primary input to primary output"
  end_kind: "primary output"
  critPathMaxStageDelay_ns: 0.47
  cpLargestDelayFamily: "buffers and inverters"
cts:
  ctsResizeCount: 0
  clockBufferDepth: 2
  post_cts_buffers: 0
  cts_buffers: 5
  worstSkewPairLatency_ns: 0.28
  cts_tree: "built"
  cts.sink_count: 38
  hold_buffers: 0
  path_clk_slew_ns: 0.07
  root_buffer: "clkbuf_8"
  htree_levels: 2
worst_hold_path:
  hp-class: "register to register"
route:
  wl_mm: 3.900
  drtAntennaViolNets: 0
  routed_via_density: 3.239
  drc_errors: 0
  vias: 1001
  dr.pass1.iters: 2
  drtIter0Drc: 48
  wl_per_cell_um: 12.62
  diodes: 0
floorplanning:
  initial_utilization_pct: 14.82
  chipHeight_um: 122
  io_pins: 85
  coreArea_mm2: 0.01023
  chipWidth_um: 122
  num_rows: 37
  die-area_mm2: 0.01488
logic_synthesis:
  yosysTopAreaCellShare_pct: 62.71
  synth.logic.top_family: "multiplexers"
  yosysWarnings: 1
  syn_inst: 95
  mux_share_pct: 25.17
  synth_area_mm2: 0.001516
  aoi_share_pct: 1.073
  syn_area_per_cell_um2: 15.96
  ys_types: 13
  ys_ff: 38
  yosys-stat-cells: 95
  synthXorXnorAreaFrac_pct: 0.5776
  topCellsByArea: "dfrtp_1 (63%), mux2_2 (23%), buf_4 (5.0%), buf_6 (2.2%), ha_1 (1.7%)"
  synthAdderAreaFrac_pct: 1.650
  ys_chip_area_mm2: 0.001516
  top_area_cell: "dfrtp_1"
  ys_seq_share_pct: 62.71
  simple_gate_share_pct: 0.4125
pwr:
  vdd_drop_max_mv: 0.1184
  p_leak_nw: 1.008
  pwr_density_cell_mw_per_mm2: 288.6
grt:
  grtUsageMet3_pct: 2.066
  grt_usage_pct: 4.931
  antenna_found_initial: 0
  grt_first_pass_wirelength_mm: 5.796
  grt_pass1_vias: 1049
  overflow: 0
  grt.busiest_layer: "met2"
  use_met2_pct: 7.571
  grt_max_degree: 39
  grt_use_met1_pct: 6.613
timing:
  maxSlewHeadroom_pct: 59.77
  fmax_mhz: 340.3
  finalSetupTns_ns: 0
  period_needed_ns: 2.939
  drv_slew: 0
  rsz0062_at_grt: "false"
  finalSetupViolCount: 0
  hold_viol_final: 0
  fin_crit_sh_pct: 58.78
  worst-slew-pin-transition_ns: 0.6021
  clock_skew_ns: 0.005458
place:
  dp_hpwl_mm: 3.032
  dpl.cell_count: 301
  portBuffers: 81
  gp_congestion: 0.7137
run:
  drv_cap: 0
  warnings: 26
path summary, 6_finish.rpt:
| check | depth (start not counted) | start | end | slack, ns |
|---|---|---|---|---|
| max | 2 | last | finish | 2.06 |
| min | 1 | tdata[21]$_DFFE_PN0P_ | tdata[21]$_DFFE_PN0P_ | 0.49 |
| max reg2reg | 4 | count[0]$_DFFE_PN0P_ | tdata[8]$_DFFE_PN0P_ | 3.01 |
| min reg2reg | 1 | tdata[21]$_DFFE_PN0P_ | tdata[21]$_DFFE_PN0P_ | 0.49 |
| max in group asynchronous | 2 | aresetn | tdata[10]$_DFFE_PN0P_ | 3.89 |
| min in group asynchronous | 2 | aresetn | tdata[18]$_DFFE_PN0P_ | 0.77 |
logic make-up after synthesis:
logic type | Yosys count
other | 1
AOI/OAI and AO/OA | 1
adders and majority gates | 2
muxes | 34
and+or+nand+nor | 1
DFF | 38
xor gates and xnor gates | 1
buffers and inverters | 17
per-layer routing:
layer | vias up | routed length (um)
met5 | - | 0
met4 | 0 | 52
met3 | 5 | 438
met2 | 55 | 1702
met1 | 479 | 1707
li1 | 462 | -
where the power goes:
group | switching (mW) | internal, mW | total [mW] | leakage [nW]
logic | 0.0282 | 0.101 | 0.129 | 0.512
registers | 0.0134 | 0.336 | 0.349 | 0.439
clock network | 0.106 | 0.139 | 0.246 | 0.0575
through the flow:
| stage | total power [mW] | util (%) | instance area [um2] | hold WS, ns | worst slack [ns] |
|---|---|---|---|---|---|
| 2_1_floorplan | 0.3860 | - | 1524 | 0.4392 | 2.902 |
| 3_3_place_gp | 0.4879 | 23.44 | 2399 | 0.4753 | 2.053 |
| 3_5_place_dp | 0.4892 | 23.44 | 2399 | 0.4799 | 2.059 |
| 4_1_cts | 0.7504 | 24.52 | 2509 | 0.4985 | 2.049 |
| 5_1_grt | 0.7722 | 24.52 | 2509 | 0.5130 | 2.007 |
| 6_report | 0.7240 | 24.52 | 2509 | 0.4916 | 2.061 |
synth_stat cells:
| cell type | n |
|---|---|
| a21oi_4 | 1 |
| buf_6 | 3 |
| buf_4 | 10 |
| dfrtp_1 | 38 |
| xnor2_1 | 1 |
| mux2_2 | 31 |
| mux2_1 | 2 |
| clkbuf_1 | 2 |
| ha_1 | 2 |
| or2_2 | 1 |
| inv_1 | 2 |
| mux2i_1 | 1 |
| conb_1 | 1 |
area by class of cell:
| class | count | share of cell area, % |
|---|---|---|
| clock buffer | 8 | 4.389 |
| timing repair buffer | 83 | 32.72 |
| tap | 136 | 6.783 |
| multi-input combinational | 42 | 17.91 |
| sequential | 38 | 37.91 |
| inverter | 2 | 0.2993 |
registers in the layout, summed over array words and instances, names as in the netlist:
signal	flops
tstrb	1
tdata	32
tvalid	1
tlast	1
tkeep	1
count	2
Power and IR drop assume default switching activity.
